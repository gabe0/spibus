==> /design/flow/design.v <==
`timescale 1ns / 1ps
module sclk_gen(
    input clk,
	 input cs,
	 input rst,
    output reg clk2
    );
reg [2:0] cnt;
always @(negedge clk, posedge rst)
begin
	if(rst)
	begin
		cnt <= 0;
		clk2 <= 0;
	end
	else if(cs)
	begin
		cnt <= 0;
		clk2 <= 0;	
	end
	else if(&cnt)
	begin
		cnt <= 0;
		clk2 <= ~clk2;
	end
	else
	begin
		cnt <= cnt + 1;
		clk2 <= clk2;
	end
end
endmodule
==> /design/flow/run.sh <==
#!/bin/bash
# OpenROAD 26Q1-2900-gdf79404cd8, Yosys 0.63+post, stock flow scripts
make -C /OpenROAD-flow-scripts/flow DESIGN_CONFIG=/design/flow/config.mk WORK_HOME=/design/flow/orfs finish
==> /design/flow/config.mk <==
export PLATFORM = sky130hd
export DESIGN_NAME = sclk_gen
export DESIGN_NICKNAME = sclk_gen
export VERILOG_FILES = /design/flow/design.v
export SDC_FILE = /design/flow/constraint.sdc
export NUM_CORES = 4
export LEC_CHECK = 1
export CORE_AREA = 10 10 70 70
export DIE_AREA = 0 0 80 80
==> /design/flow/constraint.sdc <==
current_design sclk_gen

set clk_period 1.8
set clk_io_pct 0.2

create_clock -name clk0 -period $clk_period [get_ports {clk}]

set non_clock_inputs [all_inputs -no_clocks]
set_input_delay [expr $clk_period * $clk_io_pct] -clock clk0 $non_clock_inputs
set_output_delay [expr $clk_period * $clk_io_pct] -clock clk0 [all_outputs]
==> summary.txt <==
Main metrics from the flow reports.

The yosys-reported design area after synthesis is 158.9 µm². The leading register cell type out of synthesis is dfrtn_1. The number of buffers on the longest clock path is 2. The number of enable flip-flop cells is 0. A synthesized cell averages 13.24 µm². The cell area after layout is about 280 µm². Synthesis produced 12 cells.

Note that the worst hold path type here is flop to flop. Among all stages on the critical path, the largest delay is contributed by dfrtn_1. By count the netlist is led by dfrtn_1 (4), ha_1 (2), nor2b_1 (2).

The fraction of met3 tracks used by global routing is about 2.6%. The number of global-route vias before repair is about 120. The actual transition at the worst max-transition pin came out at around 0.16 ns.

The flow reports that the clock network draws 48.2% of the design power. The global-route met2 utilization came out at less than 1%. The antenna cell count came out at 0. The area growth from synthesis to layout came out at 77.17%. The setup path with the least slack is of type flop to primary output.

The global-route usage over all layers came out at roughly 1.2%. Setup repair after global routing could not meet its margin everywhere. The total number of clock tree sinks came out at 4. The share of the synthesized area in the top cell type is 62.99%.

The power density over the cells is 788.0 nW/µm². The DRC violation count after routing is 0. The weighted congestion reported at the end of routability-driven placement came out at ~0.67. The worst-case setup margin in the final layout is -0.1846 ns. The area of the mapped netlist is between 150 and 200 µm². The report shows a maximum critical-path fanout of 2. Once layout is complete, the utilization of the core stands at 8.242%. Across the run, the number of max-cap violations was 0.

Sequential cells account for 44.7% of the total power. The clock root buffer is clkbuf_4. The net switching component of the power is ~0.041 mW. The leftover overflow at the end of global routing is 0. The core region is around 3400 µm². TritonCTS built the clock tree. The worst slew margin relative to its limit came out at 89.04%. After synthesis, the share of flip-flops with an asynchronous set or reset is ~100%. The via density per instance is 1.712. The global-route wire length before repair is 483 µm. The register bit count reported by yosys is 4.

The worst setup path is launched from a flop. The average wire per standard cell came out at approximately 4.5 µm. The run finished, with violations left. The number of failing hold endpoints at the final stage is 0.

The area of placed instances came out at ~250 µm². The number of placed instances, taps included, is 62. CTS built an H-tree with a depth of 1. The critical path data required time is around 1.4 ns. The leakage power in the latest report is roughly 0.13 nW. The number of cells in Yosys stat came out at 12.

The latest clock arrival within the worst-skew pair came out at 0.25 ns. The number of CTS-inserted buffers is 3. The fraction of met1 tracks used by global routing is about 1.0%. The number of buffers inserted for hold repair after clock tree synthesis came out at 0. The total die size came out at approximately 6400 µm². Ranked by total cell area, the synthesized netlist is headed by dfrtn_1 (63%), ha_1 (16%), nor2b_1 (7.9%), xnor2_1 (5.5%), nor3_1 (3.1%). The data arrival time of the critical path came out at approximately 1.6 ns. The pre-CTS worst setup slack is -0.3090 ns. The count of buffers from port buffering is 3.

The initial antenna violation count came out at 0. The internal portion of the total power is between 0.15 and 0.2 mW. The total tool warning count is 27.

The number of top-level pins is 4. The stage delay of the slowest cell on the critical path is 0.39 ns. The die is roughly 80 µm wide. The floorplan utilization is between 4 and 5%.

The final tally of setup violations came out at 1. The analysis reports a worst IR drop on VDD of between 0.1 and 0.15 mV. The fraction of the yosys area taken by sequential cells came out at approximately 63%.

The count of nets left with antenna violations once routing finished came out at 0. Of the total power, the share spent switching nets is around a fifth. The reg2reg setup slack came out at 0.69 ns.

Across all hold checks on the routed design, the worst slack comes to about 0.42 ns. The worst setup skew after layout came out at ~0.0026 ns. The detailed router reported a total wirelength of a little under 300 µm. The die height is ~80 µm. The checks that failed: negative setup slack. The type of element capturing the critical path is a primary output. Counting pins that exceed their max-slew limit in the final report gives 0. The tally of yosys warning messages is 1. The standard-cell row count is 21. The number of distinct library cells after synthesis is 7. The largest net degree at the start of global routing came out at 5.

The number of iterations in the first detailed-routing pass came out at 2. The most common cell in the synthesized netlist is dfrtn_1. The number of DRC markers after the initial detailed-route iteration came out at 3. The proportion of layout cells with a drive suffix above 1 came out at between 30% and 40%.

The kind of cell adding the most delay to the critical path is flip-flops. The finished layout holds 66 standard cells, fillers aside. The number of buffers and inverters on the critical path is 1.

The library cell occupying the most area in the post-synthesis netlist is dfrtn_1. Per report_power, the combinational group accounts for under 10% of the total. The total via count in the routed design is roughly 110. For reference, the critical path cell chain is buf_2. The most crowded layer after global routing is met3. Per the post-CTS timing run, clock transition at the registers of the reported paths is ~0.030 ns.
[power groups by stage]
stage	Sequential [mW]	Combinational (mW)	Clock, mW
CTS	0.0992	0.0164	0.113
global route	0.0996	0.0177	0.125
finish	0.0991	0.0157	0.107
[final timing paths]
path                       cells past startpoint                to              from
min                                            1  cnt[0]$_DFF_NP0_  cnt[0]$_DFF_NP0_
max in group asynchronous                      2  cnt[2]$_DFF_NP0_               rst
max                                            1              clk2  clk2$_DFFE_NP0P_
min reg2reg                                    1  cnt[0]$_DFF_NP0_  cnt[0]$_DFF_NP0_
max reg2reg                                    4  clk2$_DFFE_NP0P_  cnt[0]$_DFF_NP0_
min in group asynchronous                      2  clk2$_DFFE_NP0P_               rst
[stage by stage]
stage / total power [mW] / setup TNS [ns]
2_1_floorplan: 0.1078 / 0
3_3_place_gp: 0.1148 / -1.151
3_5_place_dp: 0.1160 / -1.217
4_1_cts: 0.2290 / -0.1955
5_1_grt: 0.2421 / -0.2320
6_report: 0.2218 / -0.1846
[final cells by class]
class	instances	area, µm²
fill	402	3134
multi-input combinational	7	55.05
tap	46	57.56
clock buffer	3	22.52
sequential	4	100.1
inverter	1	3.754
timing repair buffer	5	42.54
[layer usage]
layer  wire length [µm]  vias up  part of all wire [%]
li1                   -       54                     -
met1                110       53                    37
met2                 79        6                    27
met3                106        0                    36
met4                  0        0                     0
met5                  0        -                     0
[flip-flops by register name, summed over array words and instances, names as in the netlist]
register / flops
cnt: 3
clk2: 1
[cell usage in the layout (no fill, tap or decap)]
master           n
dfrtn_1          4
clkbuf_4         3
nor2b_1          2
ha_1             2
buf_4            2
nor3_1           1
inv_1            1
xnor2_1          1
nor2_1           1
dlymetal6s2s_1   1
clkdlybuf4s50_1  1
buf_2            1
[cells by family after synthesis]
family,synth area share (%)
buf+inv,2.360
fa+ha+maj,15.75
flops,62.99
simple gates,13.38
xor+xnor,5.513
[repair_timing]
item,in CTS,in global routing
setup buffers,1,0
pin swaps,0,0
endpoints found under the setup margin,1,2
gates resized,3,1
No activity file was given, so power comes from the tool's default toggle rates.
