==> ./design.v <==
`timescale 1ns / 1ps
module clk_div(
    input clk,
	 input rst,
    input [6:0] div_by,
    output reg clk2
    );
reg [5:0] cnt;
wire cnt_2;
assign cnt_2 = div_by/2 - 1;
always @(negedge clk, posedge rst)
begin
	if(rst)
	begin
		cnt <= 0;
		clk2 <= 0;
	end
	else if(cnt == cnt_2)
	begin
		cnt <= 0;
		clk2 <= ~clk2;
	end
	else
	begin
		cnt <= cnt + 1;
		clk2 <= clk2;
	end
end
endmodule
==> ./run.sh <==
#!/bin/bash
# OpenROAD 26Q1-2900-gdf79404cd8, Yosys 0.63+post, stock flow scripts
make -C /OpenROAD-flow-scripts/flow DESIGN_CONFIG=/design/flow/config.mk WORK_HOME=/design/flow/orfs finish
==> ./config.mk <==
export PLATFORM = sky130hd
export DESIGN_NAME = clk_div
export DESIGN_NICKNAME = clk_div
export VERILOG_FILES = /design/flow/design.v
export SDC_FILE = /design/flow/constraint.sdc
export NUM_CORES = 4
export LEC_CHECK = 1
export CORE_AREA = 10 10 70 70
export DIE_AREA = 0 0 80 80
==> ./constraint.sdc <==
current_design clk_div

set clk_period 1.6
set clk_io_pct 0.2

create_clock -name clk0 -period $clk_period [get_ports {clk}]

set non_clock_inputs [all_inputs -no_clocks]
set_input_delay [expr $clk_period * $clk_io_pct] -clock clk0 $non_clock_inputs
set_output_delay [expr $clk_period * $clk_io_pct] -clock clk0 [all_outputs]
==> ci_impl_report.md <==
### Flow metrics

| Metric | Value |
|---|---|
| Post-route insts no fill | `81` |
| Top Family by Delay on Critical Path | `flip-flops` |
| Max transition margin | `81.42%` |
| IO Port Bufs | `3` |
| Hold Buf Count CTS | `0` |
| CP Capture Type | `primary output` |
| Synth Seq Share | `56.91%` |
| Skew final | `5.069 ps` |
| Fraction of layout cells with a size suffix above 1 | `between 30% and 40%` |
| Required @ worst endpoint | `1280 ps` |
| Total clock sinks | `7` |
| Clock buffer depth | `2` |
| Final worst setup slack | `-263.4 ps` |
| Final Hold Fails | `0` |
| I/O pins | `10` |
| Chip width | `approximately 80 um` |
| Vias in the first global route | `248` |
| Most common logic cells in the final layout | `dfrtn_1, xnor2_1, nand3_1, clkbuf_4, buf_4` |
| Die footprint | `0.006400 sq mm` |
| Routed via count | `between 200 and 250` |
| Post-CTS setup buffer count | `0` |
| Final total power | `875.6 uW` |
| Worst-Margin Slew | `278.4 ps` |
| Netlist cell types | `13` |
| Layout area overhead | `46.34%` |
| Slew Viols, Final | `0` |
| Vias per cell | `between 2 and 3` |
| Layout fillers | `403` |
| Core Region | `0.003416 sq mm` |
| # Cells Yosys | `25` |
| CP max-delay cell | `dfrtn_1` |
| Number of OpenROAD warnings | `34` |
| First-pass GRT wire length | `1.021 mm` |
| Post-synthesis average cell area | `around 12 sq um` |
| Synth Cell Area | `307.8 sq um` |
| LEAKAGE | `0.1876 nW` |
| Pre-CTS setup slack | `-857.8 ps` |
| Worst-path maximum fanout | `2` |
| Initial drt markers | `5` |
| Worst path bufs/invs | `1` |
| Unrepaired setup endpoints after global routing | `true` |
| Crit path DAT | `1540 ps` |
| Initial antenna violation count | `0` |
| Largest net degree at the start of global routing | `8` |
| Synth Warn # | `1` |
| Post-Syn Instances | `25` |
| PD cells | `1944 mW/mm^2` |
| DRT Pass-1 Iters | `4` |
| Startpoint types | `flip-flop` |
| DRC errors left | `0` |
| DR WL/cell | `6.531 um` |
| Max-cap violations | `0` |
| Initial Util | `9.011%` |
| Setup Viol. Count Final | `4` |
| Row count | `21` |
| Main area contributors after synthesis | `dfrtn_1, xnor2_1, nand3_1` |
| Run status | `finished with violations` |
| Final ANT Viol Nets | `0` |
| Synth flops | `7` |
| Worst-skew pair later-pin latency | `260 ps` |
| Max stage delay on crit path | `400 ps` |
| Max H-tree Level | `1` |
| Placed Cells | `around 77` |
| Sum of negative setup slack | `-950.6 ps` |
| Violated checks | `setup timing` |
| Post-Route WL | `~530 um` |
| Cells along the critical path | `buf_2` |
| Post-synth top area share | `56.91%` |
| TritonCTS clock tree | `done` |
| Die Ht | `80 um` |
| Worst IR Drop VDD | `965.4 uV` |
| Clock root buffer | `clkbuf_4` |
| Yosys chip area | `307.8 sq um` |
| Clock-pin slew on the worst setup and hold paths | `~40 ps` |
| Leading area contributor after synthesis | `dfrtn_1` |
| Hold Crit Class | `reg2reg` |
| Routability cong. | `about 0.7` |
| GRT Util Overall | `2.025%` |
| N_diodes | `0` |
| Crit path kind | `reg2out` |
| Commonest Layout Cell | `dfrtn_1` |
| Gr ovfl total | `0` |
| CTS Buf Count | `3` |
worst paths after layout:
| kind | slack [ps] | from | endpoint | cells after the start |
|---|---|---|---|---|
| worst max-delay path | -260 | clk2 | clk2 | 1 |
| worst min-delay path | 420 | cnt[5] | cnt[5] | 1 |
| max in group asynchronous | 340 | rst | cnt[1] | 2 |
| worst max register to register | 10 | cnt[3] | clk2 | 3 |
| min in group asynchronous | 1010 | rst | cnt[4] | 2 |
| worst min register to register | 420 | cnt[5] | cnt[5] | 1 |
cells by family after synthesis:
family	count (synthesis)	synth area share (%)
flip-flops	7	56.91
buffers and inverters	1	1.218
AND-OR/OR-AND	1	1.624
adder cells (fa/ha/maj)	1	4.064
XOR/XNOR	6	17.07
AND/OR/NAND/NOR	9	19.11
metrics by stage:
step	area, sq um	utilization [%]	hold WS, ps
floorplan	307.8	-	366.0
global placement	417.9	12.23	406.5
detailed placement	417.9	12.23	421.0
CTS	447.9	13.11	421.2
global route	450.4	13.19	437.2
finish	450.4	13.19	415.5
Yosys cell counts, drive strengths merged:
library cell and instances:
a21oi 1, and2 2, and3 1, dfrtn 7, ha 1, inv 1, nand3 3, nor3 1
or3 1, or4 1, xnor2 5, xor2 1
cell type report:
| class | instances | area [sq um] | area share [%] |
|---|---|---|---|
| inverter | 1 | 3.754 | 0.8333 |
| timing repair buffer | 6 | 48.80 | 10.83 |
| multi-input combinational | 17 | 138.9 | 30.83 |
| sequential | 7 | 175.2 | 38.89 |
| clock buffer | 4 | 26.28 | 5.833 |
| tap | 46 | 57.56 | 12.78 |
power breakdown:
part,leakage (nW),internal (mW),switching (mW)
clock network,0.0150,0.0949,0.0603
registers,0.0830,0.280,0.0745
logic,0.0896,0.240,0.126
total,0.188,0.615,0.261
timing repair:
| item | 4_1_cts | 5_1_grt |
|---|---|---|
| gates cloned | 0 | 0 |
| gates resized | 9 | 1 |
| pin swaps | 4 | 1 |
| hold endpoints to repair | 0 | 0 |
| endpoints found under the setup margin | 4 | 4 |
flip-flops by register name, summed over array words and instances, names as in the netlist:
signal  cells
cnt         6
clk2        1
routing by layer:
metal / wire length (um) / GRT usage, % / share of wire [%]
met2: 178 / 2.568 / 34
met3: 71 / 1.818 / 13
met5: 0 / 0 / 0
met4: 0 / 0.1761 / 0
met1: 279 / 2.562 / 53
No activity file was given, so power comes from the tool's default toggle rates.
